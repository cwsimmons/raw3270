==> config.mk <==
export PLATFORM = sky130hd
export DESIGN_NAME = raw3270
export DESIGN_NICKNAME = raw3270
export VERILOG_FILES = /design/flow/design.v
export SDC_FILE = /design/flow/constraint.sdc
export NUM_CORES = 4
export LEC_CHECK = 1
export CORE_UTILIZATION = 40
==> constraint.sdc <==
current_design raw3270

set clk_period 11.2
set clk_io_pct 0.2

create_clock -name clk0 -period $clk_period [get_ports {clk}]
create_clock -name clk1 -period $clk_period [get_ports {sclk12}]

set non_clock_inputs [all_inputs -no_clocks]
set_input_delay [expr $clk_period * $clk_io_pct] -clock clk0 $non_clock_inputs
set_output_delay [expr $clk_period * $clk_io_pct] -clock clk0 [all_outputs]
==> design.v <==
`timescale 1ns / 1ps
module fifo (
    clk,
    reset,
    mode,
    wen,
    ren,
    write,
    read,
    state,
    occupancy
    );
    parameter WIDTH = 8;
    parameter DEPTH = 5;
    input clk;
    input reset;
    input mode;
    input wen;
    input ren;
    input [WIDTH - 1:0] write;
    output [WIDTH - 1:0] read;
    output state;
    output [DEPTH - 1:0] occupancy;
    reg [WIDTH - 1:0] mem [0: 2**DEPTH - 1];
    reg [DEPTH - 1:0] top;
    reg [DEPTH - 1:0] bottom;
    assign occupancy = top - bottom;
    assign state = (top != bottom);
    assign read = mem[bottom];
    always @(posedge clk)
    begin
        if (reset)
        begin
            top <= 0;
            bottom <= 0;
        end
        else
        begin
            if (top != bottom - 1)
            begin
                if (wen)
                begin
                    top <= top + 1;
                    mem[top] <= write;
                end
                if (ren && state)
                begin
                    bottom <= bottom + 1;
                end
            end
            else
            begin
                if (wen && mode)
                begin
                    top <= top + 1;
                    bottom <= bottom + 1;
                    mem[top] <= write;
                end
                else if (ren)
                begin
                    bottom <= bottom + 1;
                end
            end
        end
    end
endmodule
`timescale 1ns / 1ps
module raw3270 (
    input clk,
    input rst,
    input [11:0] addr,
    input [31:0] write,
    input en,
    input [3:0] wen,
    output reg [31:0] read,
    input sclk12,
    input serialIn,
    output serialOut,
    output serialOutComplement,
    output serialOutDelayed,
    output txActive
    );
    wire [1:0] raddr;
    assign raddr = addr[3:2];
    wire [11:0] rxWord;
    wire [11:0] rxHead;
    wire rxWordAvailable;
    wire [4:0] rxOccupancy;
    wire rxState;
    wire rxActive;
    wire txPop;
    wire [9:0] txWord;
    wire txWordAvailable;
    wire [4:0] txOccupancy;
    reg [9:0] writeData;
    reg reset;
    reg sclk;
    reg [1:0] divider;
    always @(posedge sclk12 or posedge rst)
    begin
       if (rst)
       begin
           sclk <= 0;
           divider <= 0;
       end
       else if (divider == 2)
       begin
           sclk <= ~sclk;
           divider <= 0;
       end
       else
           divider <= divider + 1;
    end
    always @(posedge clk)
    begin
      if (raddr[1] && wen[0])
        begin
            reset <= write[0];
        end
        else
        begin
            reset <= 1'b0;
        end
    end
    always @(posedge clk)
    begin
        if ((raddr == 0) && wen[0])
            writeData <= write[9:0];
    end
    always @(posedge clk)
    begin
        if (rst)
            read <= 32'b0;
        else if (en)
        begin
            if (raddr == 0)
                read <= {22'b0, writeData};
            else if (raddr == 1)
                read <= {20'b0, rxHead};
            else if (raddr == 2)
                read <= {txActive, 3'b0, txOccupancy};
            else if (raddr == 3)
                read <= {rxActive, 3'b0, rxOccupancy};
        end
    end
  fifo #(10,5) TxFIFO(
        clk,
        rst || reset,
        0,
        en && |wen && (raddr == 0),
        txPop,
        write[9:0],
        txWord,
        txWordAvailable,
        txOccupancy
    );
    transmitter Transmitter(
        clk,
        rst || reset,
        sclk,
        txWordAvailable,
        txWord,
        txPop,
        serialOut,
        serialOutComplement,
        serialOutDelayed,
        txActive
    );
    receiver Receiver(
        clk,
        rst || reset,
        !txActive,
        serialIn,
        rxActive,
        rxWord,
        rxWordAvailable
    );
  fifo #(12,5) RxFIFO(
        clk,
        rst || reset,
        1'b0,
        rxWordAvailable,
        en && ~|wen && (raddr == 1),
        rxWord,
        rxHead,
        rxState,
        rxOccupancy
    );
endmodule
`timescale 1ns / 1ps
module receiver (
    input clk,
    input reset,
    input enable,
    input serialIn,
    output active,
    output reg [11:0] rxWord,
    output reg wordAvailable);
    parameter [15:0] header = 16'b0101010101000111;
    reg [2:0] history;
    wire serialInFiltered;
    assign serialInFiltered = (history[2] && history[1]) ||
                              (history[2] && history[0]) ||
                              (history[1] && history[0]);
    assign active = state;
    reg prevSerialInFiltered;
    reg [15:0] counter;
    reg newBit;
    reg complementaryBit;
    reg [1:0] runLength;
    reg state;
    reg [4:0] progress;
    reg [14:0] shiftReg;
    always @(posedge clk)
    begin
        history <= {history[1:0], serialIn};
        if (reset)
            prevSerialInFiltered <= 1'b0;
        else
            prevSerialInFiltered <= serialInFiltered;
    end
    always @(posedge clk)
    begin
        wordAvailable <= 0;
        if (reset)
        begin
            counter <= 0;
            runLength <= 0;
            state <= 0;
            progress <= 0;
        end
        else if ((prevSerialInFiltered != serialInFiltered) && enable)
        begin
            newBit <= prevSerialInFiltered;
            if (counter > 53)
                runLength <= 3;
            else if (counter > 32)
                runLength <= 2;
            else if (counter > 10)
                runLength <= 1;
            else
                runLength <= 0;
            counter <= 0;
        end
        else
        begin
            if (~&counter)
                counter <= counter + 1;
            if (runLength)
            begin
                runLength <= runLength - 1;
                if (state == 0)
                begin
                    shiftReg <= {shiftReg[14:0], newBit};
                    if ({shiftReg[14:0], newBit} == header)
                    begin
                        state <= 1;
                        progress <= 0;
                    end
                end
                else if (state == 1)
                begin
                    if (progress[0])
                    begin
                        if (newBit == complementaryBit)
                            state <= 0;
                        else
                        begin
                            shiftReg <= {shiftReg[14:0], newBit};
                            if (progress == 23)
                            begin
                                rxWord <= {shiftReg[10:0], newBit};
                                wordAvailable <= 1;
                                progress <= 0;
                            end
                            else
                                progress <= progress + 1;
                        end
                    end
                    else
                        progress <= progress + 1;
                    complementaryBit <= newBit;
                end
            end
        end
    end
endmodule
`timescale 1ns / 1ps
module transmitter (
    input clk,
    input reset,
    input sclk,              
    input dataAvailable,
    input [9:0] data,
    output reg ren,
    output serialOut,
    output serialOutComplement,
    output serialOutDelayed,
    output reg active
);
    parameter [16:0] header = 17'b11100010101010101;
    parameter [5:0] trailer = 6'b111101;
    reg [9:0] delayReg;
    reg [1:0] txState;
    reg [4:0] bitCount;
    reg pending;
    reg pendingAck;
    reg pendingAckPrev;
    reg [9:0] pendingWord;
    reg [9:0] currentWord;
    wire [11:0] packedWord;
    wire parityBit;
    assign parityBit = ^{1'b1, currentWord};
    assign packedWord = {1'b1, currentWord, parityBit};
    assign serialOut = (txState == 0) ? 1'b10:
                       (txState == 1) ? header[bitCount] :
                       (txState == 2) ? packedWord[11 - bitCount[4:1]] ~^ bitCount[0] :
                       (txState == 3) ? trailer[bitCount] : 1'b0;
    assign serialOutComplement = (txState) ? !serialOut : 0;
    assign serialOutDelayed = delayReg[9];
    always @(posedge clk)
    begin
        if (reset)
            delayReg <= 10'b0;
        else
            delayReg <= {delayReg[8:0], serialOut};
    end
    always @(posedge clk)
    begin
        pendingAckPrev <= pendingAck;
        ren <= 0;
        if (reset)
            pending <= 0;
        if (dataAvailable && !pending)
        begin
            ren <= 1;
            pending <= 1;
            pendingWord <= data;
        end
        else if (pendingAck && !pendingAckPrev)
        begin
            pending <= 0;
        end
        if (txState)
            active <= 1;
        else
            active <= 0;
    end
    always @(posedge sclk or posedge reset)
    begin
        pendingAck <= 0;
        if (reset)
        begin
            txState <= 0;
              bitCount <= 0;
              currentWord <= 0;
        end
        else if (txState == 0)
        begin
            if (pending)
            begin
                txState <= 1;
                bitCount <= 0;
                pendingAck <= 1;
                currentWord <= pendingWord;
            end
        end
        else if (txState == 1)
        begin
            if (bitCount == 16)
            begin
                bitCount <= 0;
                txState <= 2;
            end
            else
            begin
                bitCount <= bitCount + 1;
            end
        end
        else if (txState == 2)
        begin
            if (bitCount == 23)
            begin
                bitCount <= 0;
                if (pending)
                begin
                    pendingAck <= 1;
                    currentWord <= pendingWord;
                end
                else
                begin
                    txState <= 3;
                end	
            end
            else
            begin
                bitCount <= bitCount + 1;
            end
        end
        else if (txState == 3)
        begin
            if (bitCount == 5)
            begin
                txState <= 0;
                bitCount <= 0;
            end
            else
            begin
                bitCount <= bitCount + 1;
            end
        end
    end
endmodule
==> run.sh <==
#!/bin/bash
# OpenROAD 26Q1-2900-gdf79404cd8, Yosys 0.63+post, stock flow scripts
make -C /OpenROAD-flow-scripts/flow DESIGN_CONFIG=/design/flow/config.mk WORK_HOME=/design/flow/orfs finish
==> results.ini <==
[clocking]
cts_repair_resize_count = 0
ctsHoldBuffers = 0
post_cts_repair_setup_buffers = 0
clkSlewWorstSetupHoldPaths_ps = 60
tritoncts_clock_tree = yes

[yosys]
top_logic_kind = multiplexers
flip_flop_cell_with_the_highest_count_after_synthesis = sky130_fd_sc_hd__edfxtp_1
post_synth_instance_area_um2 = 34100
yosysCellCount = 1780
compound_gate_portion_of_the_synthesized_area = 0.0244
post-synth-top-area-cell = sky130_fd_sc_hd__edfxtp_1
post_synth_edffs = 753
yosys_area_um2 = 34100
synth_adder_area_share = 0.0150
synth.distinct_cells = 69
synthSimpleGateAreaFrac = 0.0468
postSynthCellCount = 1780
synth_sequential_area_ratio = 0.726
synth.area.mux_share = 0.157
xor_area_frac = 0.0122
synth-async-reset-ratio = 0.0246
synthDominantCellAreaShare = 0.663
post_synth.cell_area_avg_um2 = 19.2
synth_flops = 855
netlist_top_cells_area = sky130_fd_sc_hd__edfxtp_1, sky130_fd_sc_hd__mux4_2, sky130_fd_sc_hd__dfxtp_1, sky130_fd_sc_hd__dfrtp_1, sky130_fd_sc_hd__nor2_1
yosysWarningCount = 7

[power]
pwr_density_cell_nw_per_um2 = 162
peakVddDrop_v = 0.000149
power_leakage_nw = 12.3

[critical_path]
timing.critical_path.arrival_ps = 5840
worstSetupPathType = input pin to register
critical_path.startpoint_type = input pin
timing.rr.start = TxFIFO.bottom[0]$_SDFFE_PP0P_
timing.critical_path.fanout_max = 42
setup.reg_to_reg.worst_slack_ps = 7390
timing.critical_path.to_type = register
cp.required_ps = 11530
worstRegToRegCells = 8
worst_r2r_endpoint = TxFIFO.mem[18][2]$_DFFE_PP_

[detailed_routing]
postRouteAntennaNets = 0
vias_per_cell = 5.31
drt_pass1_iterations = 5
routed_wl_um = 72300
n_antenna_cell = 0
remaining_drc_errors = 0
routed_via_count = 16700
routed_wire_length_per_instance_um = 23.0
drt_first_iter_violations = 829

[cells_and_area]
final_core_util = 0.466
post_route_cells_drive_above_1_share = 0.244
syn2layout_area_growth_pct = 14.8
final_layout_top_logic_cell = sky130_fd_sc_hd__edfxtp_1
layout_top_cells_excl_fill_tap = sky130_fd_sc_hd__edfxtp_1, sky130_fd_sc_hd__mux4_2, sky130_fd_sc_hd__nor2_1, sky130_fd_sc_hd__buf_4, sky130_fd_sc_hd__clkbuf_16
n_fill_cell = 6790

[grt]
globalRouteOverflowTotal = 0
first_global_vias = 18000
globalRouteTotalUtil = 0.189
grt_max_degree = 51
first_pass_grt_wire_length_um = 110000
initial_antenna_violation_count = 0

[sta]
post_route_setup_tns_ps = 0
setup_viol = 0
fin_worst_skew_ps = 33.4
unclocked_regs = 18
rsz0062_at_grt = false
tightest_slew_ps = 861
finalHoldViolations = 0
worst_slew_margin_rel = 0.424
report.final.slew_viol_count = 0
untimed_endpoints = 22

[floorplan]
chipArea_um2 = 86400
num_rows = 106
floorplan.die.width_um = 294
core_area_um2 = 84000
floorplanUtilization = 0.406
top_level_ports = 89
fp.dieH_um = 294

[placement]
io_buffers = 35
gpl.final_weighted_congestion = 0.823
dp_hpwl_um = 44600

[outcome]
outcome = finished, final reports clean

[hold_path]
startpoint_of_the_tightest_hold_check_path = Receiver.history[1]$_DFF_P_
holdCritPathClass = register to register
hold-path-cell-count = 0
holdPathEnd = Receiver.history[2]$_DFF_P_

[job]
tool_warnings = 77
drv.max_cap_violation_count = 0

## state kept, by name, summed over array words and instances, names as in the netlist, 10 cells and up, named ones only
register / flops
RxFIFO.mem: 384
TxFIFO.mem: 320
Receiver.counter: 16
Receiver.shiftReg: 15
Receiver.rxWord: 12
read: 12
Transmitter.currentWord: 10
Transmitter.delayReg: 10
Transmitter.pendingWord: 10
writeData: 10
## cell type report
cell class                 count  area (um^2)  area share
sequential                   855        24800       0.633
multi-input combinational    808         8800       0.225
clock buffer                 112         2370      0.0604
tap                         1134         1420      0.0362
timing repair buffer         143         1160      0.0297
clock inverter                51          488      0.0125
inverter                      35          131     0.00336
## cell families (layout without fill, tap and decap cells)
logic type / after synthesis / count (layout)
AOI/OAI and AO/OA: 125 / 125
xor gates and xnor gates: 46 / 46
adders and majority gates: 40 / 40
buffers and inverters: 136 / 341
DFF: 855 / 855
muxes: 256 / 256
other: 1 / 20
and+or+nand+nor: 321 / 321
## worst max path at each step
stage                 start                           to  slack, ps
after CTS               rst  TxFIFO.mem[19][2]$_DFFE_PP_       5700
after global routing    rst  TxFIFO.mem[18][0]$_DFFE_PP_       5410
final                   rst  TxFIFO.mem[18][2]$_DFFE_PP_       5690
## critical path: stages
cell                              delay [ps]
sky130_fd_sc_hd__clkdlybuf4s50_1         810
sky130_fd_sc_hd__or2_2                   760
sky130_fd_sc_hd__clkinv_1                110
sky130_fd_sc_hd__buf_4                   440
sky130_fd_sc_hd__nand3_1                 540
sky130_fd_sc_hd__nor2_1                  650
sky130_fd_sc_hd__buf_4                   270
## where the power goes
| group | total, mW | switching, mW | internal, mW |
|---|---|---|---|
| clock network | 2.81 | 1.17 | 1.64 |
| logic | 0.120 | 0.0758 | 0.0447 |
| registers | 3.42 | 0.0173 | 3.41 |
## Yosys cell counts (5+ instances only)
cell type,n
sky130_fd_sc_hd__nand2b_1,11
sky130_fd_sc_hd__nor2_1,129
sky130_fd_sc_hd__nor3b_1,8
sky130_fd_sc_hd__o211ai_1,11
sky130_fd_sc_hd__and2_1,12
sky130_fd_sc_hd__edfxtp_1,753
sky130_fd_sc_hd__dfxtp_1,81
sky130_fd_sc_hd__xnor2_1,34
sky130_fd_sc_hd__mux2_2,26
sky130_fd_sc_hd__inv_1,34
sky130_fd_sc_hd__o21a_1,6
sky130_fd_sc_hd__clkbuf_1,45
sky130_fd_sc_hd__nor4_1,5
sky130_fd_sc_hd__nor3_1,17
sky130_fd_sc_hd__buf_1,8
sky130_fd_sc_hd__a211oi_1,5
sky130_fd_sc_hd__buf_2,26
sky130_fd_sc_hd__or3_1,6
sky130_fd_sc_hd__or4_1,5
sky130_fd_sc_hd__nor2b_1,14
sky130_fd_sc_hd__mux4_2,221
sky130_fd_sc_hd__nand4_1,12
sky130_fd_sc_hd__a21oi_1,28
sky130_fd_sc_hd__o21ai_0,27
sky130_fd_sc_hd__o211a_1,6
sky130_fd_sc_hd__ha_1,37
sky130_fd_sc_hd__a21o_1,5
sky130_fd_sc_hd__nand3_1,28
sky130_fd_sc_hd__mux2i_1,9
sky130_fd_sc_hd__xor2_1,11
sky130_fd_sc_hd__dfrtp_1,21
sky130_fd_sc_hd__buf_4,21
sky130_fd_sc_hd__a31oi_1,7
sky130_fd_sc_hd__nand2_1,44
## per-stage QoR
step / instance area (um^2) / worst slack, ps / cells / total power [mW] / hold WS [ps]
after floorplan: 34200 / 5690 / 1799 / 3.55 / 334
after global placement: 36300 / 5060 / 2975 / 3.61 / 345
after detailed placement: 36300 / 5050 / 2975 / 3.61 / 351
after CTS: 39100 / 5700 / 3138 / 6.43 / 359
after global routing: 39100 / 5410 / 3138 / 6.56 / 364
final: 39100 / 5690 / 3138 / 6.36 / 362
## routing by layer
layer / GRT usage / part of all wire / routed length [um] / vias up
met5: 0.0250 / 0.0040 / 291 / -
met4: 0.0460 / 0.030 / 2150 / 6
met3: 0.123 / 0.14 / 10100 / 131
met2: 0.274 / 0.47 / 33700 / 737
met1: 0.247 / 0.36 / 26000 / 8346
li1: - / - / - / 7457
Power and IR drop assume default switching activity.
